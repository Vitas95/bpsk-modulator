**design/flow/design.v**
```verilog
`timescale 1ns / 1ps
module button(
	input  clock,
	input  button_n,
	output out
);
reg        button_q, button_q2;
reg        rs, rs_q;
reg [13:0] counter;
wire increment = button_q2 & ~&counter;
wire decrement = ~button_q2 & |counter;
always @(posedge clock) begin
  button_q 	= ~button_n;
  button_q2 = button_q;
  if (increment)
    counter <= counter + 1;
  else if (decrement)
    counter <= counter - 1;
  if (&counter)
    rs <= 1;
  else if (~|counter)
    rs <= 0;
  rs_q <= rs;
end
assign out = rs & ~rs_q;
endmodule
```
**design/flow/run.sh**
```bash
#!/bin/bash
# OpenROAD 26Q1-2900-gdf79404cd8, Yosys 0.63+post, stock flow scripts
make -C /OpenROAD-flow-scripts/flow DESIGN_CONFIG=/design/flow/config.mk WORK_HOME=/design/flow/orfs finish
```
**design/flow/config.mk**
```make
export PLATFORM = sky130hd
export DESIGN_NAME = button
export DESIGN_NICKNAME = button
export VERILOG_FILES = /design/flow/design.v
export SDC_FILE = /design/flow/constraint.sdc
export NUM_CORES = 4
export LEC_CHECK = 1
export CORE_AREA = 10 10 95 95
export DIE_AREA = 0 0 105 105
```
**design/flow/constraint.sdc**
```tcl
current_design button

set clk_period 6.2
set clk_io_pct 0.2

create_clock -name clk0 -period $clk_period [get_ports {clock}]

set non_clock_inputs [all_inputs -no_clocks]
set_input_delay [expr $clk_period * $clk_io_pct] -clock clk0 $non_clock_inputs
set_output_delay [expr $clk_period * $clk_io_pct] -clock clk0 [all_outputs]
```
==> results.ini <==
[sta]
skew_ps = 0.675
maxSlewViolCount = 0
period_needed_ps = 3090
fin_crit_sh = 0.498
tightest_slew_ps = 605
rsz0062_at_grt = false
final-hold-violation-count = 0
tns_ps = 0
relSlewSlack = 0.597
fmax_ghz = 0.324
setup_violations = 0

[drt]
drc_errors = 0
dr.pass1.iters = 4
drt-wirelength-per-cell_um = 9.93
drt_iter0_markers = 49
drt-met1-wl_um = 1140
ant_nets = 0
n_antenna_cell = 0
met2_length_um = 939
routed_wl_um = 2180
vias = 861
maxUsedRoutingLayer = met4
wl_met3_um = 59
post_drt_via_cell_ratio = 3.93

[final_layout]
final_area_um2 = 1400
layout_top_cell = edfxtp_1
final_core_util = 0.202
final_cell_mix = edfxtp_1, ha_1, inv_1
synthToLayoutAreaGrowth_pct = 14.6
drive_gt1_frac = 0.106

[setup_path]
cp.depth = 9
required_ps = 6280
cpLargestDelayFamily = simple AND/OR/NAND/NOR gates
reg2reg_depth = 9
critPathMaxFanout = 15
cpPeakStageDelay_ps = 540
cp.arrival_ps = 3160
reg2reg_setup_slack_ps = 3110
critPathBufInv = 0
critPathKind = reg2reg
crit_path_start_kind = flip-flop
cp-end-kind = flip-flop
crit_chain = nand4_1 -> nor4_1 -> nand2b_1 -> ha_1 -> a21oi_2 -> a21oi_1 -> nor2_1 -> mux2_1 -> a311oi_1
critPathSlowestCell = nand2b_1

[floorplan]
dieHeight_um = 105
initCoreUtil = 0.177
num_rows = 30
dieWidth_um = 105
die_area_um2 = 11000
ios = 3
design.core.area_um2 = 6910

[cts]
clkTransAtPathRegs_ps = 60
cts-hold-fix-buffers = 0
cts_resized = 0
root_buffer = clkbuf_8
cts_tree = yes
cts_buffer_depth = 2
htreeDepth = 1
cts_setup_buffers = 0
cts_sinks = 17
cts_made_buffers = 3
worstSkewPairLatency_ps = 250

[yosys]
ys_cells = 118
ys_seq_share = 0.394
synthCells = 118
syn_avg_cell_area_um2 = 10.3
yosys_area_um2 = 1220
yosysWarnings = 1
numSynthFlops = 17
yosys.cell_types.count = 36
syn-cell-area_um2 = 1220

[placement]
gp_congestion = 0.836
placed_area_um2 = 1350
hpwl_um = 1610
place.port_buffers = 2

[global_routing]
grt_overflow = 0
grt_start_max_net_pins = 16
grtUsageTotal = 0.0403
grt_pass1_wl_um = 3850
antenna_found_initial = 0
grt_pass1_vias = 867

[pwr]
pwr_density_cell_nw_per_um2 = 505
peakVddDrop_uv = 96.8
p_leak_nw = 0.525

[run]
max_cap_viol_count = 0
warning_count = 25

[hold_path]
holdCritPathClass = reg2reg
hold_depth = 0

[run_status]
status = complete, no violations

-- layer usage --
layer / GRT usage / vias to the layer above
met4: 0.00588 / 0
met3: 0.0106 / 2
met5: 0 / -
li1: - / 450
met2: 0.0614 / 9
met1: 0.0574 / 400
-- final cells by class --
cell class / count / area (um^2)
fill: 754 / 5510
multi-input combinational: 88 / 683
sequential: 17 / 480
tap: 96 / 120
clock buffer: 4 / 45.0
inverter: 11 / 41.3
timing repair buffer: 3 / 27.5
-- logic make-up (layout without fill, tap and decap cells) --
logic type                 Yosys count  in the layout  share of synthesized area
xor gates and xnor gates            11             11                     0.0790
AOI/OAI and AO/OA                   31             31                      0.183
muxes                                1              1                    0.00923
adders and majority gates           13             13                      0.139
and+or+nand+nor                     32             32                      0.150
buffers and inverters               13             18                     0.0462
DFF                                 17             17                      0.394
-- per-stage QoR --
stage	power [mW]	instances	setup slack (ps)	hold WS, ps
final	0.705	219	3110	355
after global routing	0.769	219	2880	371
after CTS	0.707	219	3100	356
after detailed placement	0.622	215	3130	345
after global placement	0.622	215	3140	337
after floorplan	0.560	118	3530	331
-- worst register-to-register path: stages (launching register included) --
cell and delay, ps:
edfxtp_1 400, nand4_1 100, nor4_1 310, nand2b_1 540, ha_1 470, a21oi_2 250
a21oi_1 90, nor2_1 170, mux2_1 350, a311oi_1 240
-- registers in the layout, summed over array words and instances, names as in the netlist --
name and flops:
button_q2 1, rs 1, rs_q 1, counter 14
-- synthesized netlist by cell type (all sizes together) --
cell,instances,share of area
ha,12,0.12
a211oi,1,0.0062
nand3,3,0.016
nand4,5,0.026
dfxtp,3,0.049
xor2,2,0.014
o41ai,1,0.0072
nand2b,2,0.010
a21boi,1,0.0062
and2b,1,0.0062
nor2b,1,0.011
o21bai,3,0.018
nor2,7,0.022
a31o,1,0.0072
o311ai,1,0.013
o21ai,6,0.025
a311oi,1,0.0072
a31oi,2,0.010
edfxtp,14,0.34
buf,2,0.012
inv,11,0.034
a21o,2,0.012
and3,1,0.0062
mux2,1,0.0092
o211ai,2,0.021
or4,1,0.0062
and2,1,0.0072
fa,1,0.016
o21a,1,0.0062
nand2,6,0.018
xnor2,9,0.065
a21oi,9,0.043
nor4,4,0.021
-- final timing paths --
check | start | to
worst max-delay path | counter[0]$_DFFE_PP_ | counter[12]$_DFFE_PP_
worst min-delay path | rs$_SDFFE_PP1N_ | rs_q$_DFF_P_
worst max register to register | counter[0]$_DFFE_PP_ | counter[12]$_DFFE_PP_
worst min register to register | rs$_SDFFE_PP1N_ | rs_q$_DFF_P_
-- report_power, final --
group | switching (mW) | total (mW) | internal, mW
Clock | 0.0365 | 0.0821 | 0.0456
Sequential | 0.0415 | 0.246 | 0.205
Combinational | 0.201 | 0.377 | 0.176
Total | 0.279 | 0.705 | 0.426
Power is estimated from default activity; no workload was simulated.
