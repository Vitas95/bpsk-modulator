<file path="/design/flow/config.mk">
export PLATFORM = sky130hd
export DESIGN_NAME = upsampler
export DESIGN_NICKNAME = upsampler
export VERILOG_FILES = /design/flow/design.v
export SDC_FILE = /design/flow/constraint.sdc
export NUM_CORES = 4
export LEC_CHECK = 1
export CORE_AREA = 10 10 70 70
export DIE_AREA = 0 0 80 80
</file>
<file path="/design/flow/constraint.sdc">
current_design upsampler

set clk_period 1.0
set clk_io_pct 0.2

create_clock -name clk0 -period $clk_period [get_ports {clock}]

set non_clock_inputs [all_inputs -no_clocks]
set_input_delay [expr $clk_period * $clk_io_pct] -clock clk0 $non_clock_inputs
set_output_delay [expr $clk_period * $clk_io_pct] -clock clk0 [all_outputs]
</file>
<file path="/design/flow/design.v">
`timescale 1ns / 1ps
module upsampler
#( parameter N = 4,
	parameter HOLD = 1
)(
	input  		 clock,
	input  		 reset,
	input  [7:0] data_in,
	output reg [7:0] upsampled_data
);
parameter COUNTER_DEPTH = $clog2(N);
reg [COUNTER_DEPTH-1:0] counter;
wire reset_counter = (counter == N);
always @(posedge clock) begin
	if (reset) begin
		upsampled_data <= 0;
		counter 			<= 0;
	end else begin
		if (reset_counter) counter <= 0;
		else counter <= counter + 1;
		if (counter == 0) upsampled_data <= data_in;
		else begin
			if (HOLD == 1) upsampled_data <= data_in;
			else if (HOLD == 0) upsampled_data <= 8'b0000_0000;
		end
	end
end
endmodule
</file>
<file path="/design/flow/run.sh">
#!/bin/bash
# OpenROAD 26Q1-2900-gdf79404cd8, Yosys 0.63+post, stock flow scripts
make -C /OpenROAD-flow-scripts/flow DESIGN_CONFIG=/design/flow/config.mk WORK_HOME=/design/flow/orfs finish
</file>
==> flow_summary.yaml <==
# flow metrics
routing:
  wire_per_inst_um: 8.50
  drtAntennaViolNets: 0
  post-route-drc-count: 0
  via_count: 173
  viasPerCell: 2.11
  router_iterations_before_antenna_repair: 1
  drt_first_iter_violations: 0
  wirelength_um: 697
  n_antenna_cell: 0
die:
  die.size.y_um: 80
  fp.dieArea_sq_um: 6400
  die_width_um: 80
  boundaryPins: 18
  fp-utilization: 0.0615
  core-area_sq_um: 3420
  rows: 21
clocking:
  cts.clk_slew.worst_paths_ns: 0.05
  clock_path_buffers: 2
  clk_root_buffer_cell: "sky130_fd_sc_hd__clkbuf_4"
  postcts_setup_bufs: 0
  post_cts_hold_buffer_count: 0
  cts.sink_count: 8
  cts_tree: "built"
  cts_buffers: 3
  htree_num_levels: 1
power_and_ir_drop:
  post-layout-total-power_mw: 0.636
  ir_drop_v: 0.000230
  power.leakage_nw: 0.181
  power_density_nw_per_um2: 1390
final_layout:
  fillCellCount: 398
  largest_registers: "upsampled_data x8"
  syn_to_final_growth_pct: 117
  largest_register_ff_count: 8
  layout-drive-gt1-share: 0.139
  largest_register: "upsampled_data"
synthesis:
  edf_count: 0
  synth_chip_area_sq_um: 210
  ys_seq_elements: 8
  ys_seq_frac: 0.762
  synth_area_sq_um: 210
  ys_types: 2
  netlist.area_leader.share: 0.762
  post-synth-top-area-cell: "sky130_fd_sc_hd__dfxtp_1"
  ys_cells: 16
  synth.cells.most_frequent: "sky130_fd_sc_hd__dfxtp_1, sky130_fd_sc_hd__nor2b_1"
  ys_top_cells_by_area: "sky130_fd_sc_hd__dfxtp_1, sky130_fd_sc_hd__nor2b_1"
  synth.yosys.warnings: 1
  dominantRegCellSynth: "sky130_fd_sc_hd__dfxtp_1"
  syn_avg_cell_area_sq_um: 13.1
  async_flop_share: 0
  netlist_instances: 16
global_route:
  grt_start_max_net_pins: 9
  grt.total_usage: 0.0200
  first_global_vias: 195
  grt_antenna_before_repair: 0
  wire_length_of_the_first_global_routing_pass_um: 972
  gr-total-overflow: 0
sta:
  slew_headroom: 0.820
  transition_time_at_the_pin_with_the_least_slew_margin_ns: 0.269
  finalHoldViolations: 0
  period_needed_ns: 0.971
  grt_setup_unrepaired: "false"
  finalSetupViolCount: 0
  report.final.slew_viol_count: 0
  whs_ns: 0.513
  finalCritPeriodShare: 0.971
  clock.fmax_mhz: 1030
worst_setup_path:
  cp_cell_sequence: "dlygate4sd2_1"
  path_class: "reg -> out"
  critPathRequiredTime_ns: 0.80
  highest_net_fanout_along_the_worst_path: 1
  critical_path.slowest_cell: "sky130_fd_sc_hd__dfxtp_1"
  crit_family: "flip-flops"
  cp-end-kind: "output port"
  worst_ep_arrival_time_ns: 0.77
  cp.buffers_inverters: 1
  crit_path_max_incr_delay_ns: 0.29
  setup.worst_path.start_class: "flop"
placement:
  port_buffers: 17
  routabilityCongestion: 0.699
job:
  openroad_warning_count: 25
  number_of_maximum_capacitance_violations: 0
run_status:
  run_status: "finished, final reports clean"
worst_hold_path:
  worstHoldPathType: "in -> reg"
## per-stage QoR
stage / worst slack [ns] / instances / setup TNS, ns / area (sq um) / utilization
final: 0.0290 / 82 / 0 / 457 / 0.134
after floorplan: 0.538 / 16 / 0 / 210 / -
after detailed placement: -0.0202 / 79 / -0.111 / 438 / 0.128
after CTS: 0.00897 / 82 / 0 / 450 / 0.132
after global placement: -0.00127 / 79 / -0.00233 / 438 / 0.128
after global routing: 0.000764 / 82 / 0 / 457 / 0.134
## final cells by class
class / instances / area (sq um) / share of cell area
multi-input combinational: 8 / 50.0 / 0.110
sequential: 8 / 163 / 0.356
tap: 46 / 57.6 / 0.126
clock buffer: 3 / 22.5 / 0.0493
timing repair buffer: 17 / 164 / 0.359
## cells in the final DEF (no fill, tap or decap), drive strengths merged
cell	n
dfxtp	8
clkdlybuf4s15	3
clkbuf	3
clkdlybuf4s50	9
nor2b	8
dlygate4sd2	5
## cell families (layout without fill, tap and decap cells)
kind of cell / after synthesis / in the layout / synth area share
flops: 8 / 8 / 0.762
simple gates: 8 / 8 / 0.238
buf+inv: 0 / 20 / 0
## per-layer routing
layer	vias up	wire length, um	GRT usage
met5	-	0	0
met2	6	446	0.0401
met3	2	16	0.00568
met4	0	19	0.0106
met1	76	216	0.0168
li1	89	-	-
## timing repair
item,in CTS,in global routing
setup endpoints to repair,8,3
pin swaps,0,0
resized,8,5
## power by group
| group | leakage (nW) | internal [mW] | switching (mW) |
|---|---|---|---|
| logic | 0.100 | 0.0549 | 0.0143 |
| clock network | 0.0138 | 0.136 | 0.0891 |
| registers | 0.0672 | 0.338 | 0.00399 |
## worst paths after layout
check	startpoint	end	slack, ns	depth (start not counted)
setup / recovery	upsampled_data[4]	upsampled_data[4]	0.03	1
hold / removal	data_in[3]	upsampled_data[3]	0.51	2
No activity file was given, so power comes from the tool's default toggle rates.
